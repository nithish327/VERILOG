===== flow/run.sh =====
#!/bin/bash
# OpenROAD 26Q1-2900-gdf79404cd8, Yosys 0.63+post, stock flow scripts
make -C /OpenROAD-flow-scripts/flow DESIGN_CONFIG=/design/flow/config.mk WORK_HOME=/design/flow/orfs finish

===== flow/config.mk =====
export PLATFORM = sky130hd
export DESIGN_NAME = square_8_bit_function
export DESIGN_NICKNAME = square_8_bit_function
export VERILOG_FILES = /design/flow/design.v
export SDC_FILE = /design/flow/constraint.sdc
export NUM_CORES = 4
export LEC_CHECK = 1
export CORE_UTILIZATION = 30

===== flow/constraint.sdc =====
current_design square_8_bit_function

set clk_period 9.9
set clk_io_pct 0.2

create_clock -name clk0 -period $clk_period

set non_clock_inputs [all_inputs -no_clocks]
set_input_delay [expr $clk_period * $clk_io_pct] -clock clk0 $non_clock_inputs
set_output_delay [expr $clk_period * $clk_io_pct] -clock clk0 [all_outputs]

===== flow/design.v =====
module square_8_bit_function(input wire [7:0]a,
                    output reg [15:0]square
       );
  always @(*)begin
    square=bit_sq(a);
  end
  function [15:0]bit_sq;
    input [7:0]a;
    begin
      bit_sq= a*a;
    end 
  endfunction
endmodule

==> flow_metrics.tcl <==
# metrics dict for downstream scripts
set metrics [dict create \
    num_vias 1403 \
    grt_pass1_wl_mm 6.17 \
    core_area_mm2 0.00554 \
    slew_viol_final 0 \
    warning_count 34 \
    criticalPathCategory "in -> out" \
    finalCriticalPeriod_ps 8750 \
    synthTopCellsByCount "46 x inv_1, 30 x ha_1, 25 x fa_1" \
    grt_util_all_layers_pct 12.5 \
    ctsHoldBuffers 0 \
    synth-adder-area-share_pct 50.3 \
    dr.first_iter.drc_count 32 \
    outcome "finished, final reports clean" \
    ir_drop_v 0.000154 \
    fin_crit_sh_pct 88.4 \
    finalSetupViolations 0 \
    p_switching_w 0.000158 \
    yosys-stat-cells 213 \
    cts_setup_buffers 0 \
    crit_chain "clkdlybuf4s50_1, nand2_1, fa_1, inv_1, fa_1, fa_1, inv_1, fa_1, inv_1, ha_1, a21oi_1, o21ai_1, a2111oi_0, o21ai_1, o311ai_1, clkdlybuf4s50_1" \
    p_int_w 0.000188 \
    crit_path_frequent_cell "fa_1" \
    grtUsageMet1_pct 18.4 \
    antenna_cells 0 \
    drcViolationCount 0 \
    leakage_nw 1.04 \
    synthAoiAreaFrac_pct 14.2 \
    die_y_um 78.2 \
    drive_gt1_share_pct 3.02 \
    worstHoldPathType "in -> out" \
    timing.hold.worst_path_depth 2 \
    largest_area_cell "fa_1" \
    clkPwrFrac_pct 0 \
    synth_cells 213 \
    fillCellCount 603 \
    cp-end-kind "output port" \
    hold_path_end "square[0]" \
    max_stage_delay_ps 630 \
    wire_per_inst_um 10.4 \
    swShare_pct 45.7 \
    final_cell_area_mm2 0.00204 \
    syn_to_final_growth_pct 17.1 \
    seq_cells 0 \
    io_pins 24 \
    place_area_mm2 0.00204 \
    finalSetupTns_ps 0 \
    post-route-util_pct 36.8 \
    synth.logic.top_family "adder cells" \
    cp_max_fo 8 \
    grt_pass1_vias 1423 \
    overflow 0 \
    place_congestion 0.878 \
    rsz0062_at_grt "no" \
    synth_warnings 1 \
    drt-pass1-iter-count 6 \
    grt_max_degree 12 \
    cts_resized 0 \
    crit_arrival_ps 6770 \
    drv_cap 0 \
    seqPwrFrac_pct 0 \
    yosys_area_mm2 0.00174 \
    logic_area_mm2 0.00155 \
    dp_hpwl_mm 2.82 \
    grt_use_met2_pct 22.3 \
    fp-row-count 27 \
    worst_path_max_delay_cell "clkdlybuf4s50_1" \
    xor_share_pct 5.54 \
    grt_use_met3_pct 0.472 \
    seq_area_um2 0 \
    busiest_layer "met2" \
    power_density_mw_per_mm2 170 \
    yosysSeqAreaShare_pct 0 \
    grt_antenna_before_repair 0 \
    syn-cell-area_mm2 0.00174 \
    io_buffers 23 \
    antenna_left 0 \
    required_ps 7920 \
    p_comb_share_pct 100.0 \
    area_leaders "fa_1 29%, ha_1 22%, inv_1 9.9%" \
    initCoreUtil_pct 31.4 \
    fmax_mhz 114 \
    hold_viol 0 \
    syn_area_per_cell_um2 8.17 \
    dieArea_mm2 0.00611 \
    synthSimpleGateAreaFrac_pct 17.9 \
    yosysTopAreaCellShare_pct 28.8 \
    routed_wl_mm 3.17 \
    viasPerCell 4.62 \
    nClkBuffers 0 \
    min_from "a[0]" \
    synthMuxAreaShare_pct 0.575 \
    ys_types 38 \
    top_cell "inv_1" \
    die_w_um 78.2 \
    critPathLaunchType "primary input" \
]
[how the worst max path moves through the flow]
stage         start         end  slack [ps]  depth (start not counted)
CTS            a[2]  square[15]        1120                         16
global route   a[5]  square[15]         860                         16
finish         a[2]  square[15]        1150                         16
[per-stage QoR]
stage          power (W)  instances  hold WS [ps]  setup WS [ps]
3_3_place_gp    0.000352        304          5000           1180
5_1_grt         0.000403        304          5070            862
2_1_floorplan   0.000216        213          3970           2510
3_5_place_dp    0.000351        304          5000           1130
4_1_cts         0.000354        304          5000           1120
6_report        0.000346        304          5010           1150
[area by class of cell]
cell class	instances	area share [%]
multi-input cells	163	75.8
repair buffers	23	11.3
well taps	72	4.42
inverters	46	8.47
[layout by cell type, fill, tap and decap left out, types with 2 or more instances in the layout]
| cell type | instances |
|---|---|
| a211oi_1 | 2 |
| a21o_1 | 3 |
| a21oi_1 | 8 |
| and2_1 | 21 |
| clkdlybuf4s50_1 | 23 |
| fa_1 | 25 |
| ha_1 | 30 |
| inv_1 | 46 |
| nand2_1 | 14 |
| nand2b_1 | 2 |
| nand4_1 | 3 |
| nor2_1 | 11 |
| nor2b_1 | 3 |
| o21ai_0 | 4 |
| o21ai_1 | 6 |
| xnor2_1 | 9 |
| xor2_1 | 2 |
[worst max-delay path: cells and delay by family]
| kind | cells | cell delay [ps] |
|---|---|---|
| and+or+nand+nor | 1 | 120 |
| adders and majority gates | 5 | 2370 |
| buffers and inverters | 5 | 1300 |
| AOI/OAI and AO/OA | 5 | 1000 |
[metal layers]
layer | share of wire (%) | vias up
met5 | 0 | -
met4 | 0 | 0
met3 | 1.7 | 0
met2 | 49 | 12
met1 | 49 | 672
li1 | - | 719
[logic make-up (layout without fill, tap and decap cells)]
group,Yosys count,after routing
XOR/XNOR,11,11
buffers and inverters,50,69
other,1,1
adder cells (fa/ha/maj),55,55
AND/OR/NAND/NOR,60,60
multiplexers,1,1
AND-OR/OR-AND,35,35
[power groups by stage]
stage / Combinational [W] / Sequential [W] / Clock, W
global route: 0.000403 / 0 / 0
CTS: 0.000354 / 0 / 0
finish: 0.000346 / 0 / 0
Power is estimated from default activity; no workload was simulated.
