==> flow/design.v <==
module alu(input wire [3:0]a,
            input wire [3:0]b,
            input wire [3:0]op,
            output reg [3:0]result,
            output reg carry,
            output reg overflow,
            output reg zero,
            output reg negative
           );
  reg [4:0]temp;
  always @(*) begin
    temp=0;
    result=0;
    carry =0;
    overflow=0;
    case(op)
      4'b0000: begin
        temp = a+b;
        result = temp[4:0];
        carry = temp[4];
        overflow = (a[3] != b[3]) && (result[3] != a[3]);
      end
      4'b0001: begin
        temp = a-b;
        result = temp[4:0];
        carry = temp[4];
        overflow = (a[3] != b[3]) && (result[3] != a[3]);
      end
      4'b0010 : result= a*b;
      4'b0011 : result= a/b;
      4'b0100 : result= a==b;
      4'b0101 : result= a<b;
      4'b0110 : result= a>b;
      4'b0111 : result= a<<b;
      4'b1000 : result= a>>b;
      4'b1001 : result= a&b;
      4'b1010 : result= a|b;
      4'b1011 : result= ~a;
      4'b1100 : result= a^b;
    endcase
    if (result == 0)
    zero =1;
    else 
      zero =0;
    negative = result[3];
  end 
endmodule
==> flow/run.sh <==
#!/bin/bash
# OpenROAD 26Q1-2900-gdf79404cd8, Yosys 0.63+post, stock flow scripts
make -C /OpenROAD-flow-scripts/flow DESIGN_CONFIG=/design/flow/config.mk WORK_HOME=/design/flow/orfs finish
==> flow/config.mk <==
export PLATFORM = sky130hd
export DESIGN_NAME = alu
export DESIGN_NICKNAME = alu
export VERILOG_FILES = /design/flow/design.v
export SDC_FILE = /design/flow/constraint.sdc
export NUM_CORES = 4
export LEC_CHECK = 1
export CORE_AREA = 10 10 109 109
export DIE_AREA = 0 0 119 119
==> flow/constraint.sdc <==
current_design alu

set clk_period 4.5
set clk_io_pct 0.2

create_clock -name clk0 -period $clk_period

set non_clock_inputs [all_inputs -no_clocks]
set_input_delay [expr $clk_period * $clk_io_pct] -clock clk0 $non_clock_inputs
set_output_delay [expr $clk_period * $clk_io_pct] -clock clk0 [all_outputs]
==> flow_summary.yaml <==
# implementation run metrics
run_status:
  status: "complete, but fails checks"
  violations: "setup timing"
worst_setup_path:
  crit_family: "AND-OR/OR-AND gates"
  crit_arrival_ps: 4540
  critical_path_required_ps: 3600
  endpoint_kind: "primary output"
  crit_path_start_kind: "input port"
  cp_num_buf_inv: 3
  crit_type: "input port to primary output"
  crit_path_max_incr_delay_ps: 490
  slowest_stage: "or4b_4"
  crit_chain: "buf_6, nor3_4, a21oi_4, a21oi_4, ha_4, o21a_1, o211ai_1, nand2_1, o21ai_2, ha_1, o21a_1, o21ai_2, a21oi_4, buf_6, mux2_4, ha_4, o21ai_2, a21oi_2, or4b_4, dlygate4sd2_1"
  crit_fanout: 4
layout:
  seq_cell_count: 0
  layout-drive-gt1-share_pct: 35.1
  clkbuf_count: 0
  post-route-util_pct: 24.3
  register_area_um2: 0
  area_growth_pct: 61.7
  fin_cells: 396
grt:
  busiest_layer: "met2"
  grt_pass1_wl_um: 8020
  track_usage_pct: 6.57
  grt_use_met2_pct: 10.8
  grtUsageMet3_pct: 0.863
  grt_max_degree: 20
  grt_pass1_vias: 1574
  use_met1_pct: 9.34
  grt_antenna_before_repair: 1
  grt_overflow: 0
floorplanning:
  pin_count: 20
  placementRows: 36
  fp.dieW_um: 119
  die_height_um: 119
  core-area_um2: 9640
  die_area_um2: 14200
  initial_utilization_pct: 15.0
final_timing:
  fin_crit_sh_pct: 121
  worst_pin_slew_ps: 390
  maxSlewHeadroom_pct: 74.0
  finalHoldViolCount: 0
  worst_slack_ps: -938
  finalSetupViolCount: 3
  slew_violations: 0
  fin_crit_ps: 5440
  fmax_ghz: 0.184
  rsz0062_at_grt: "yes"
yosys:
  ys_sh_xor_pct: 6.65
  logic_family: "adder cells"
  synthAdderAreaFrac_pct: 27.8
  netlist_area_um2: 1450
  ys_cells: 201
  ys_sh_mux_pct: 5.09
  syn_inst: 201
  ys_sh_aoi_pct: 25.1
  yosys-stat-area_um2: 1450
  ys.warnings.count: 1
  yosys.area_share.simple_pct: 26.5
  synth_cell_types: 53
  synth_seq_share_pct: 0
  syn_area_per_cell_um2: 7.21
place:
  io_buffer_count: 20
  place.gp.congestion: 0.893
  place_inst: 385
  hpwl_um: 3960
power_and_ir_drop:
  vdd_drop_max_mv: 0.0289
  power.density_nw_per_um2: 112
  fin_total_pwr_mw: 0.262
  p_leak_nw: 1.00
run:
  warnings: 47
  max_cap_violations: 0
route:
  post_drt_wl_per_cell_um: 12.5
  drc: 0
  routed_wl_um: 4940
  antenna_left: 0
  vias_per_cell: 4.22
  drt_iter0_drc: 60
  vias: 1672
  first_pass_iters: 4
clock_tree:
  cts_hold_buf: 0
min_path:
  min_path_type: "input port to primary output"
final timing paths:
check	from	endpoint	depth (start not counted)
hold / removal	b[2]	result[1]	5
setup / recovery	b[1]	result[0]	20
layer usage:
layer / share of wire [%] / up-vias
met3: 4.8 / 2
li1: - / 856
met1: 47 / 773
met2: 47 / 41
met5: 0 / -
met4: 0.95 / 0
cells in the mapped netlist (2+ instances only):
library cell / count / area share (%)
ha_1: 29 / 25
nor2_1: 17 / 4.4
inv_1: 15 / 3.9
a21oi_1: 14 / 4.8
nand2_1: 13 / 3.4
nor3_1: 10 / 3.5
xnor2_1: 10 / 6.0
o21ai_0: 9 / 3.1
buf_2: 6 / 2.1
a31oi_1: 5 / 2.2
mux2i_1: 4 / 2.8
nor3b_1: 4 / 2.1
o22ai_1: 4 / 1.7
a221oi_1: 3 / 1.8
clkbuf_1: 3 / 0.78
nand3_1: 3 / 1.0
nor2b_1: 3 / 1.3
o211ai_1: 3 / 1.6
o21a_1: 3 / 1.6
a211oi_1: 2 / 1.0
buf_4: 2 / 1.0
fa_1: 2 / 2.8
mux2_2: 2 / 1.6
nand3b_1: 2 / 1.0
o21ai_1: 2 / 0.69
o2bb2ai_1: 2 / 1.2
or2_1: 2 / 0.86
or3_1: 2 / 0.86
metrics by stage:
stage	setup slack, ps	TNS, ps	instance area (um^2)	hold slack [ps]
2_1_floorplan	-724	-1350	1560	1990
3_3_place_gp	-1790	-5510	2150	3100
3_5_place_dp	-1890	-5750	2150	3080
4_1_cts	-1140	-2420	2210	2610
5_1_grt	-1150	-2510	2340	2560
6_report	-938	-1990	2340	2540
cells in the final DEF, fill, tap and decap left out, types with 3 or more instances in the layout:
cell type,synthesis,layout
mux2i_1,4,4
nand3_1,3,3
a21oi_1,14,9
clkdlybuf4s50_1,0,9
nand2_1,13,13
nor3b_1,4,4
a221oi_1,3,3
nor3_1,10,9
a31oi_1,5,5
buf_2,6,3
buf_4,2,50
o21ai_1,2,3
ha_1,29,22
o22ai_1,4,4
o21ai_0,9,5
o211ai_1,3,3
nor2b_1,3,3
xnor2_1,10,10
a21oi_4,0,3
inv_1,15,13
o21ai_2,0,3
buf_6,1,5
ha_4,0,7
o21a_1,3,3
nor2_1,17,14
logic make-up after synthesis:
| family | Yosys count |
|---|---|
| AOI/OAI and AO/OA | 56 |
| muxes | 7 |
| adders and majority gates | 31 |
| buffers and inverters | 28 |
| and+or+nand+nor | 68 |
| xor gates and xnor gates | 11 |
what timing repair did:
item                       in CTS  in global routing
gates resized                  37                 21
cloned                          0                  0
setup endpoints to repair       7                  7
setup buffers                   8                  2
pin swaps                      17                 18
power breakdown:
group | total [mW] | internal, mW | switching [mW]
combinational | 0.262 | 0.142 | 0.120
clock | 0.0000000297 | 0.0000000297 | 0
sequential | 0 | 0 | 0
layout make-up:
cell class | instances | area, um^2
fill | 1058 | 7300
inverter | 16 | 67.6
antenna | 1 | 2.50
timing repair buffer | 73 | 604
tap | 133 | 166
multi-input combinational | 173 | 1500
Power and IR drop assume default switching activity.
