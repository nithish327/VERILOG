[design.v]
module ROM(
           input clk,cs,rd_en,
           input [2:0]addr,
           output reg [3:0]d_out
           );
  reg [3:0] mem[0:7];
  always @(posedge clk) begin
    if (cs && rd_en)
      d_out <= mem[addr];
    else
      d_out <= 0;
  end
  initial begin
    mem[0] = 4'b0111;
    mem[1] = 4'b0110;
    mem[2] = 4'b0011;
    mem[3] = 4'b0100;
    mem[4] = 4'b0101;
    mem[5] = 4'b0000;
    mem[6] = 4'b0111;
    mem[7] = 4'b0001;
end
endmodule
[run.sh]
#!/bin/bash
# OpenROAD 26Q1-2900-gdf79404cd8, Yosys 0.63+post, stock flow scripts
make -C /OpenROAD-flow-scripts/flow DESIGN_CONFIG=/design/flow/config.mk WORK_HOME=/design/flow/orfs finish
[config.mk]
export PLATFORM = sky130hd
export DESIGN_NAME = ROM
export DESIGN_NICKNAME = ROM
export VERILOG_FILES = /design/flow/design.v
export SDC_FILE = /design/flow/constraint.sdc
export NUM_CORES = 4
export LEC_CHECK = 1
export CORE_AREA = 10 10 70 70
export DIE_AREA = 0 0 80 80
[constraint.sdc]
current_design ROM

set clk_period 1.0
set clk_io_pct 0.2

create_clock -name clk0 -period $clk_period [get_ports {clk}]

set non_clock_inputs [all_inputs -no_clocks]
set_input_delay [expr $clk_period * $clk_io_pct] -clock clk0 $non_clock_inputs
set_output_delay [expr $clk_period * $clk_io_pct] -clock clk0 [all_outputs]
==> results_slide.txt <==
Physical Implementation Snapshot

Flow run
  – Log Warnings: 25
  – Maximum Capacitance Violations: 0

Yosys
  – Synth mux share: 0
  – Number of synthesized flops with an enable pin: 0
  – Synthesis warning total: 1
  – Seq share, synth: 0.471
  – Synth Area per Inst: 10.6 sq um
  – Complex Gates by Area: 0.235
  – Synth Cell Area: 128 sq um
  – Ys cells: 12
  – Comb area leader: AND-OR/OR-AND gates
  – Simple-gate share of the synthesized area: 0.206
  – Yosys stat chip area: 128 sq um
  – Mapped Cells: 12
  – Post-Synth Adder-Cell Area: 0
  – Asr flop ratio synth: 0
  – Main synth FF type: dfxtp_1
  – Cell Type Count: 8
  – Most numerous cell in the Yosys netlist: dfxtp_1
  – Synth area leaders: dfxtp_1 47%, a211oi_2 20%, nor3b_2 9.8%
  – Yosys reg bits: 3
  – Synth Area in XOR/XNOR: 0
  – Most instantiated cells after synthesis: 3 x dfxtp_1, 2 x a211oi_2, 2 x nand2_1
  – Area leader, netlist: dfxtp_1
  – Area leader share: 0.471

Drt
  – Residual DRC: 0
  – Routed Antenna Nets: 0
  – Total routed wirelength: 478 um
  – 1st-pass router iterations: 2
  – DR WL/cell: 6.73 um
  – DR vias: 118
  – Initial drt markers: 3
  – Drt via density: 1.66

Timing
  – Final Hold Violating Endpoints: 0
  – Min Hold Slack: 0.613 ns
  – Final WS setup: 0.0569 ns
  – RSZ-0062 raised after global routing: false
  – Crit path time final: 0.943 ns
  – Slew Limit Fails: 0
  – F_max: 1060 MHz
  – Period utilization: 0.943
  – # setup viols final: 0

Placement
  – Pre-CTS setup slack: -0.126 ns
  – Dpl hpwl: 404 um
  – GPL Wtd Cong: 0.679
  – Port Buf Inserts: 8

Clock tree
  – CTS Buffer Depth: 2
  – CTS sink count: 3
  – CTS tree: done
  – Number of CTS-inserted buffers: 3
  – CTS root buf: clkbuf_4
  – Clk pin slew, worst setup/hold paths: 0.04 ns
  – CTS H-tree depth: 1

GRT
  – GRT Overall Usage: 0.0162
  – Initial antenna violation count: 0
  – Largest net degree at the start of global routing: 5
  – GRT overflow: 0
  – Vias in the first global route: 156
  – First-pass GRT wire length: 703 um

Layout
  – Biggest regs: d_out (3)
  – Reg with most FFs: d_out
  – Share of cells above drive strength 1: 0.292
  – Area growth, synth to finish: 127%
  – Flip-flop count of the largest register after layout: 3

Worst setup path
  – Worst path required time: 0.80 ns
  – Top Family by Delay on Critical Path: flip-flops
  – Slowest stage delay, CP: 0.29 ns
  – WP buf/inv: 1
  – Crit. End Element: output pin
  – Slowest-stage cell, CP: dfxtp_1
  – WS Path Type: reg -> out
  – Critical path data arrival time: 0.74 ns
  – CP Max Fanout: 1
  – Critical-path cell list: dlygate4sd2_1
  – Worst setup SP type: register

Min path
  – Worst hold start: rd_en
  – Worst hold path type: in -> reg
  – Hold path endpoint: d_out[0]
  – Hold Path Stages: 3

Outcome
  – Status: finished, final reports clean

Die
  – Top Ports: 10
  – Die area: 0.00640 sq mm
  – Die X: 80 um
  – Core Util at FP: 0.0374
  – # rows: 21
  – Core footprint: 0.00342 sq mm
  – Vertical die size: 80 um

Power
  – VDD IR max: 108 uV
  – Lkg Pwr: 0.104 nW
  – Power Density: 1330 mW/mm^2
## final cells by class
cell class,instances,area (sq um)
multi-input cells,8,60.1
flip-flops and latches,3,60.1
well taps,46,57.6
fillers,403,3130
repair buffers,9,83.8
clock buffers,4,26.3
diodes,1,2.50
## metal layers
metal	up-vias	GRT usage	share of wire
met5	-	0	0
met4	0	0.00704	0
met3	0	0.0273	0.29
met2	7	0.0177	0.39
met1	47	0.0133	0.32
li1	64	-	-
## worst max path at each step
| stage | depth (start not counted) | start | to | slack, ns |
|---|---|---|---|---|
| CTS | 1 | d_out[0] | d_out[0] | 0.04 |
| global route | 1 | d_out[1] | d_out[1] | 0.03 |
| finish | 1 | d_out[0] | d_out[0] | 0.06 |
## metrics by stage
step                        util  setup TNS (ns)  total power, mW  cell area [sq um]  cells
final                     0.0850               0            0.387                290     71
after detailed placement  0.0777          -0.276            0.184                265     66
after global routing      0.0842               0            0.404                288     70
after CTS                 0.0842               0            0.402                288     70
after global placement    0.0777          -0.208            0.182                265     66
after floorplan                -               0            0.143                128     12
## report_power, final
group / total (mW) / switching (mW) / internal, mW
registers: 0.128 / 0.00101 / 0.127
clock network: 0.210 / 0.0610 / 0.149
logic: 0.0493 / 0.0170 / 0.0323
total: 0.387 / 0.0790 / 0.308
## cell usage in the layout (no fill, tap or decap), types with 2 or more instances in the layout
master,Yosys,routed
a211oi_2,2,2
clkbuf_4,0,3
dlygate4sd2_1,0,3
nand2_1,2,2
clkdlybuf4s50_1,0,5
dfxtp_1,3,3
## cell families after synthesis
logic type,Yosys count
other,1
buffers and inverters,1
and+or+nand+nor,4
AOI/OAI and AO/OA,3
DFF,3
## what timing repair did
action / CTS / global route
endpoints found under the setup margin: 3 / 0
gates resized: 3 / 0
hold buffers: 0 / 0
setup buffers: 0 / 0
Power and IR drop assume default switching activity.
